===== run.sh =====
#!/bin/bash
# OpenROAD 26Q1-2900-gdf79404cd8, Yosys 0.63+post, stock flow scripts
make -C /OpenROAD-flow-scripts/flow DESIGN_CONFIG=/design/flow/config.mk WORK_HOME=/design/flow/orfs finish

===== config.mk =====
export PLATFORM = sky130hd
export DESIGN_NAME = Normalization32Bit
export DESIGN_NICKNAME = Normalization32Bit
export VERILOG_FILES = /design/flow/design.v
export SDC_FILE = /design/flow/constraint.sdc
export NUM_CORES = 4
export LEC_CHECK = 1
export CORE_UTILIZATION = 40

===== constraint.sdc =====
current_design Normalization32Bit

set clk_period 19.9
set clk_io_pct 0.2

create_clock -name clk0 -period $clk_period

set non_clock_inputs [all_inputs -no_clocks]
set_input_delay [expr $clk_period * $clk_io_pct] -clock clk0 $non_clock_inputs
set_output_delay [expr $clk_period * $clk_io_pct] -clock clk0 [all_outputs]

===== design.v =====
`timescale 1ns / 1ps
module Normalization32Bit (
    input [24:0] res,
    input [7:0] exp_base,
    output reg [23:0] man_res,
    output reg [7:0] exp_res,
    output reg overflow
);
    reg [24:0] normalized_result;
    integer i;
    reg continue_shift;
    always @(*) begin
        normalized_result = res;
        exp_res = exp_base;
        overflow = 0;
        if (normalized_result == 0) begin  
            man_res = 0;
            exp_res = 0;
            overflow = 0;
        end 
        else begin
            if (normalized_result[24]) begin  
                normalized_result = normalized_result >> 1;
                exp_res = exp_base + 1;
            end 
            else begin  
                repeat (24) begin                
                    if(normalized_result[23] == 0) begin
                        normalized_result = normalized_result << 1;
                        exp_res = exp_res - 1;
                    end
		        end		    
            man_res = normalized_result[23:0];
                if(exp_res==8'b11111111) begin
                     overflow=1;
                end
            end
        end
    end
endmodule

==> qor.txt <==
Status: finished clean
Register pins left without a clock: 24
Hpwl dp: 20.99 mm
RSZ-0062 raised after global routing: true
Post-Route WL: 26.65 mm
Fill cells: 2019
First-pass GRT wire length: 44.05 mm
Share of cells above drive strength 1: 19.48%
Power per cell area: 25.66 nW/µm²
Kind of end point of the critical path: output port
Vias in the first global route: 8810
Synth warn: 1
HP Start: exp_base[1]
FMAX: 51.55 MHz
Total track usage: 24.96%
Final Max Tran Viols: 0
Hold Path Depth: 7
Grt ovf: 0
Endpoint, Worst Hold: exp_res[5]
Diode count: 0
Crit path time final: 19.40 ns
# rows: 52
Synth area leader: xnor2_1
Num ports: 66
Synth flops: 24
Netlist Area Pre-Place: 8309 µm²
Total power: 263.9 µW
Worst Path Max Fanout: 4
Synth Area in Compound Gates: 34.09%
Post-synth EDFFs: 0
Adder Area Share: 3.945%
Crit path top cell by count: ha_1
Fin. Hold Viols: 0
Static Leak: 0.003936 µW
Top cells, area: xnor2_1, nand2_1, nor2_1
Die X: 146.1 µm
Mux area share: 6.144%
Log Warnings: 34
Max FFs per register: 24
VDD IR max: 0.008273 mV
Final Wtd Congestion: 0.9330
Vias per Instance: 5.963
Kind of critical path: in2out
Critical Path Max Stage Delay: 0.53 ns
Max-Cap Viols: 0
Yosys stat chip area: 8309 µm²
Avg Inst Size Synth: 6.690 µm²
Die Ht: 146.1 µm
Xor/xnor share: 14.08%
Most common logic cells in the final layout: nand2_1, buf_4, nor2_1, o21ai_0, a21oi_1
Detail Route Antenna Nets: 0
CP required: 15.92 ns
WP data arrival: 15.42 ns
Post-Route Setup TNS: 0 ns
Die area: 21350 µm²
Simple share: 31.83%
Initial DRC count: 835
Async SR Flop Fraction: 0%
DP Worst Slack: -0.7895 ns
Hold bufs inserted after CTS: 0
Min-Delay Path Class: in2out
Critical-path top delay cell: or4b_4
1st-pass router iterations: 6
Initial antenna violation count: 0
Remaining DRCs: 0
Core Region: 20300 µm²
Wire length per cell: 16.45 µm
Area Overhead vs Synth: 23.76%
FP Core Util: 40.93%
Final setup margin: 0.5010 ns
Dominant comb cell: AND-OR/OR-AND gates
CP Launch Type: primary input
Port buffer count: 66
Largest net degree at the start of global routing: 48
Yosys cell count: 1242
Ys flop type: dlxtn_1
Post-synthesis cell count: 1242
Final setup violation count: 0
Most used logic cell in the final layout: nand2_1
Max-area cell share: 6.851%
Via count: 9660
Number of distinct library cells after synthesis: 111
Relative slew slack: 46.45%
Final core occ: 50.66%
Period utilisation layout: 97.48%
Endpoints left unconstrained: 48
Slew @ Worst Pin: 0.8003 ns
[cells by family (layout without fill, tap and decap cells)]
logic type,after synthesis,in the layout
latches,24,24
adder cells (fa/ha/maj),27,27
multiplexers,46,46
buffers and inverters,108,216
AND-OR/OR-AND,403,403
AND/OR/NAND/NOR,524,524
XOR/XNOR,110,110
[cell type report]
type / count / area, µm² / share of cell area (%)
timing repair buffer: 183 / 1539 / 14.97
inverter: 33 / 131.4 / 1.278
sequential: 24 / 360.3 / 3.504
multi-input combinational: 1110 / 7915 / 76.97
tap: 270 / 337.8 / 3.285
[how the worst max path moves through the flow]
stage | startpoint | to | slack [ns] | cells after the start
final | exp_base[0] | overflow | 0.50 | 68
after global routing | exp_base[0] | exp_res[6] | -0.25 | 71
after CTS | exp_base[1] | overflow | 0.02 | 72
[metal layers]
layer	GRT usage [%]	up-vias	routed length [µm]
li1	-	4883	-
met1	38.56	4429	13230
met2	39.21	309	11790
met3	0.5414	39	1177
met4	4.844	0	450
met5	0	-	0
[metrics by stage]
stage,cell area (µm²),std cells,hold slack [ns]
floorplan,8348,1242,8.072
global placement,9737,1602,9.146
detailed placement,9737,1602,9.147
CTS,9882,1611,8.920
global route,10280,1620,8.780
finish,10280,1620,8.682
[synth_stat cells (8+ instances only)]
cell type    n
nand2_1    141
nor2_1     114
o21ai_0     79
a21oi_1     68
xnor2_1     65
nand3_1     47
nor3_1      46
clkbuf_1    38
mux2i_1     33
inv_1       31
xor2_1      27
a211oi_1    25
buf_2       25
dlxtn_1     24
ha_1        23
and3_1      22
nor2b_1     21
o22ai_1     20
and2_1      19
nand4_1     18
o211ai_1    18
a21o_1      16
o21ai_1     16
o21a_1      15
o31ai_1     15
nand2b_1    14
a31oi_1     13
or3_1       12
mux2_2      10
or4_1       10
nor4_1       8
o221ai_1     8
[where the power goes]
group / internal, µW / total (µW) / switching (µW)
logic: 118 / 258 / 140
registers: 5.30 / 5.95 / 0.645
clock network: 0 / 0 / 0
total: 124 / 264 / 140
[critical path, delay by kind of cell]
kind	cells	cell delay, ns
AND-OR/OR-AND	18	2.19
adder cells (fa/ha/maj)	17	4.59
XOR/XNOR	4	0.97
multiplexers	2	0.27
buffers and inverters	5	0.39
AND/OR/NAND/NOR	22	3.00
[what timing repair did]
action,in CTS,in global routing
hold endpoints to repair,0,0
setup buffers,9,10
gates cloned,0,0
endpoints found under the setup margin,6,6
pin swaps,26,63
resized,22,81
Power and IR drop assume default switching activity.
