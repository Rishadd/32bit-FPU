<file path="/design/flow/config.mk">
export PLATFORM = sky130hd
export DESIGN_NAME = Karatsuba32bit
export DESIGN_NICKNAME = Karatsuba32bit
export VERILOG_FILES = /design/flow/design.v
export SDC_FILE = /design/flow/constraint.sdc
export NUM_CORES = 4
export LEC_CHECK = 1
export CORE_UTILIZATION = 40
</file>
<file path="/design/flow/constraint.sdc">
current_design Karatsuba32bit

set clk_period 54.2
set clk_io_pct 0.2

create_clock -name clk0 -period $clk_period

set non_clock_inputs [all_inputs -no_clocks]
set_input_delay [expr $clk_period * $clk_io_pct] -clock clk0 $non_clock_inputs
set_output_delay [expr $clk_period * $clk_io_pct] -clock clk0 [all_outputs]
</file>
<file path="/design/flow/design.v">
`timescale 1ns / 1ps
module Karatsuba16bit (
    input  [15:0] A,
    input  [15:0] B,
    output [31:0] P
);
    wire [15:0] Z0, Z2, Z1;
    Karatsuba8bit m0 (A[7:0],  B[7:0],  Z0);
    Karatsuba8bit m2 (A[15:8], B[15:8], Z2);
    Karatsuba8bit m1 (A[7:0] + A[15:8], B[7:0] + B[15:8], Z1);
    wire signed [31:0] mid = $signed(Z1) - $signed(Z2) - $signed(Z0);
    assign P = (Z2 << 16) + (mid << 8) + Z0;
endmodule
`timescale 1ns / 1ps
module Karatsuba32bit (
    input  [31:0] A,
    input  [31:0] B,
    output [63:0] P
);
    wire [15:0] A_L = A[15:0];
    wire [15:0] A_H = A[31:16];
    wire [15:0] B_L = B[15:0];
    wire [15:0] B_H = B[31:16];
    wire [31:0] Z0, Z2, Z1;
    Karatsuba16bit m0 (.A(A_L), .B(B_L), .P(Z0));
    Karatsuba16bit m2 (.A(A_H), .B(B_H), .P(Z2));
    Karatsuba16bit m1 (.A(A_L + A_H), .B(B_L + B_H), .P(Z1));
    wire signed [63:0] mid = 
        $signed({32'b0, Z1}) - 
        $signed({32'b0, Z2}) - 
        $signed({32'b0, Z0});
    assign P = ({Z2, 32'b0}) + (mid << 16) + Z0;
endmodule
`timescale 1ns / 1ps
module Karatsuba4bit (
    input [3:0] A,
    input [3:0] B,
    output [7:0] P
);
    wire [3:0] Z0;
    wire [3:0] Z2;
    wire [5:0] Z1;
    Multiplier2bit m0 (A[1:0], B[1:0], Z0);
    Multiplier2bit m2 (A[3:2], B[3:2], Z2);
    wire [2:0] Asum = A[1:0] + A[3:2];
    wire [2:0] Bsum = B[1:0] + B[3:2];
    Multiplier3bit m3 (Asum, Bsum, Z1);
    wire signed [7:0] middle = $signed({2'b00, Z1}) - 
                               $signed({4'b0000, Z2}) - 
                               $signed({4'b0000, Z0});
    assign P = (Z2 << 4) + (middle << 2) + Z0;
endmodule
`timescale 1ns / 1ps
module Karatsuba8bit (
    input  [7:0] A,
    input  [7:0] B,
    output [15:0] P
);
    wire [7:0] Z0, Z2, Z1;
    Karatsuba4bit m0 (A[3:0], B[3:0], Z0);
    Karatsuba4bit m2 (A[7:4], B[7:4], Z2);
    Karatsuba4bit m1 (A[3:0] + A[7:4], B[3:0] + B[7:4], Z1);
    wire signed [15:0] mid = $signed(Z1) - $signed(Z2) - $signed(Z0);
    assign P = (Z2 << 8) + (mid << 4) + Z0;
endmodule
`timescale 1ns / 1ps
module Multiplier2bit(
    input  [1:0] A,
    input  [1:0] B,
    output [3:0] P
);
    wire p0 = A[0] & B[0];
    wire p1_0 = A[0] & B[1];
    wire p1_1 = A[1] & B[0];
    wire p1 = p1_0 ^ p1_1;
    wire carry1 = p1_0 & p1_1;
    wire p2_0 = A[1] & B[1];
    wire p2 = p2_0 ^ carry1;
    wire p3 = p2_0 & carry1;
    assign P = {p3, p2, p1, p0};
endmodule
module Multiplier3bit (
    input  [2:0] A,
    input  [2:0] B,
    output [5:0] P
);
    wire [3:0] lo;  
    Multiplier2bit m0 (A[1:0], B[1:0], lo);
    wire a2b0 = A[2] & B[0];
    wire a2b1 = A[2] & B[1];
    wire a2b2 = A[2] & B[2];
    wire a0b2 = A[0] & B[2];
    wire a1b2 = A[1] & B[2];
    assign P[0] = lo[0];
    assign P[1] = lo[1] ^ a2b0;
    wire c1 = lo[1] & a2b0;
    wire s2 = lo[2] ^ a2b1 ^ a0b2;
    wire c2 = (lo[2] & a2b1) | (lo[2] & a0b2) | (a2b1 & a0b2);
    assign P[2] = s2 ^ c1;
    wire c3 = (s2 & c1) | c2;
    wire s3 = lo[3] ^ a2b2 ^ a1b2;
    wire c4 = (lo[3] & a2b2) | (lo[3] & a1b2) | (a2b2 & a1b2);
    assign P[3] = s3 ^ c3;
    wire c5 = (s3 & c3) | c4;
    assign P[4] = c5;
    assign P[5] = 0;
endmodule
</file>
<file path="/design/flow/run.sh">
#!/bin/bash
# OpenROAD 26Q1-2900-gdf79404cd8, Yosys 0.63+post, stock flow scripts
make -C /OpenROAD-flow-scripts/flow DESIGN_CONFIG=/design/flow/config.mk WORK_HOME=/design/flow/orfs finish
</file>
==> flow_summary_export.csv <==
group,metric,value,unit
synthesis,syn_inst,5839,
setup_path,cp.arrival,31200,ps
final_timing,finalCriticalPeriod,42040,ps
layout,ff_count,0,
synthesis,synth-seq-area-share,0,
placed_design,place_hpwl,116000,µm
synthesis,synth_chip_area,46800,µm²
floorplanning,fp_util,0.403,
cts,postCtsSetupRepairBufs,0,
drt,drc,0,
floorplanning,die_w,344,µm
run,tool_warnings,34,
floorplanning,die_h,344,µm
setup_path,crit_type,"primary input to output port",
global_route,antenna_found_initial,7,
setup_path,crit_top_cell,"ha_1",
drt,via_per_inst,5.06,
global_route,use_met3,0.0436,
layout,drive_gt1_frac,0.0160,
layout,area_growth_syn_to_layout,7.30,%
final_timing,setup_viol,0,
global_route,grt_pass1_vias,37400,
placed_design,buffer_ports.inserted,128,
drt,detail_route.wl_per_cell,17.0,µm
drt,vias,38000,
floorplanning,rows,125,
layout,layout_top_cell,"inv_1",
cts,cts_hold_buf,0,
placed_design,gp_congestion,0.957,
power,intPower,145000,µW
global_route,grt_max_degree,16,
floorplanning,dieArea,118000,µm²
floorplanning,io_pins,128,
layout,clockBufferCount,0,
synthesis,avgSynthCellArea,8.01,µm²
setup_path,cp-end-kind,"output port",
layout,register_area,0,µm²
global_route,grtUsageMet1,0.335,
final_timing,relSlewSlack,0.359,
drt,drt_pre_antenna_iters,5,
global_route,grtUsageTotal,0.229,
drt,drtAntennaViolNets,0,
placed_design,place_area,50200,µm²
layout,final_cell_mix,"inv_1 (1,150), ha_1 (1,107), xnor2_1 (532)",
setup_path,critPathMaxStageDelay,610,ps
global_route,overflow,0,
global_route,top_usage_layer,"met2",
floorplanning,core-area,116000,µm²
run,max-cap-violations,0,
global_route,grt_pass1_wl,205000,µm
drt,drt_iter0_drc,1827,
final_timing,final-max-slew-violation-count,0,
layout,final_cell_area,50200,µm²
setup_path,worst_ep_required_time,43360,ps
setup_path,path_max_fanout,8,
final_timing,hold_violations,0,
setup_path,crit_path_start_kind,"primary input",
synthesis,synth_top_area_share,0.296,
final_timing,achievable-frequency,0.0238,GHz
final_timing,tightestPinTransition,955,ps
cts,cts_resized,0,
synthesis,yosys_cells,5839,
synthesis,yosysTopAreaCell,"ha_1",
global_route,met2_usage,0.362,
worst_hold_path,holdCritPathClass,"primary input to output port",
drt,wl,127000,µm
outcome,status,"finished clean",
power,p_leak,0.0269,µW
synthesis,synth_cell_types,79,
synthesis,yosys_warnings,0,
power,ir_worst_vdd,5.26,mV
power,switching_share,0.563,
synthesis,syn_area,46800,µm²
power,p_sw,187000,µW
final_timing,setup_tns,0,ps
setup_path,cpMaxStageDelayCell,"fa_1",
final_timing,rsz0062_at_grt,"no",
synthesis,synth.area.top_cells,"ha_1 (30%), fa_1 (17%), xnor2_1 (10%), inv_1 (9.2%), a21oi_1 (4.9%)",
power,power.density,6630,nW/µm²
final_timing,finalCritPeriodShare,0.776,
-- metrics by stage --
stage | hold WS (ps) | cells | total power (µW) | utilization | worst slack [ps]
global placement | 23380 | 7508 | 331000 | 0.433 | 12510
floorplan | 22020 | 5839 | 315000 | - | 14620
finish | 23330 | 7510 | 333000 | 0.433 | 12160
CTS | 23350 | 7508 | 332000 | 0.433 | 12120
global route | 23380 | 7509 | 342000 | 0.433 | 10150
detailed placement | 23340 | 7508 | 332000 | 0.433 | 12250
-- cells in the mapped netlist (all sizes together) (138+ instances only) --
| master | instances |
|---|---|
| xor2 | 158 |
| xnor2 | 533 |
| a21o | 277 |
| o21bai | 138 |
| o21ai | 159 |
| nand2 | 243 |
| ha | 1107 |
| inv | 1150 |
| and2 | 252 |
| fa | 402 |
| a21oi | 456 |
| nor2 | 282 |
-- kinds of logic (layout without fill, tap and decap cells) --
logic type / count (synthesis) / after routing / share of synthesized area
AND-OR/OR-AND: 1293 / 1293 / 0.178
XOR/XNOR: 698 / 698 / 0.133
adder cells (fa/ha/maj): 1510 / 1510 / 0.468
buffers and inverters: 1178 / 1323 / 0.0948
multiplexers: 5 / 5 / 0.00107
other: 0 / 2 / 0
AND/OR/NAND/NOR: 1155 / 1155 / 0.125
-- worst max-delay path, delay by kind of cell --
family	cells	cell delay, ps
adders and majority gates	22	7990
and+or+nand+nor	13	1850
xor gates and xnor gates	12	2240
AOI/OAI and AO/OA	29	6620
buffers and inverters	9	1620
-- layer usage --
layer	wire length [µm]	vias up
met4	2610	4
li1	-	19700
met2	55600	647
met5	23	-
met1	61400	17500
met3	7790	100
-- cell type report --
| class | count | area (µm²) |
|---|---|---|
| fillers | 11500 | 65800 |
| diodes | 2 | 5.00 |
| multi-input cells | 4661 | 42400 |
| well taps | 1524 | 1910 |
| inverters | 1150 | 4320 |
| repair buffers | 173 | 1620 |
-- final timing paths --
kind	from	to	slack (ps)	cells after the start
max	B[0]	P[61]	12160	85
min	B[0]	P[0]	23330	4
Power and IR drop assume default switching activity.
