### design/flow/config.mk
export PLATFORM = sky130hd
export DESIGN_NAME = ALU
export DESIGN_NICKNAME = ALU
export VERILOG_FILES = /design/flow/design.v
export SDC_FILE = /design/flow/constraint.sdc
export NUM_CORES = 4
export LEC_CHECK = 1
export CORE_UTILIZATION = 40
### design/flow/constraint.sdc
current_design ALU

set clk_period 35.7
set clk_io_pct 0.2

create_clock -name clk0 -period $clk_period [get_ports {clk}]

set non_clock_inputs [all_inputs -no_clocks]
set_input_delay [expr $clk_period * $clk_io_pct] -clock clk0 $non_clock_inputs
set_output_delay [expr $clk_period * $clk_io_pct] -clock clk0 [all_outputs]
### design/flow/design.v
module ALU (
    input         clk,         
    input         rst,         
    input         i_vld,       
    input  [31:0] i_a,         
    input  [31:0] i_b,         
    input         opcode,      
    output reg [31:0] o_res,   
    output reg    o_res_vld,   
    output reg    overflow     
);
reg         i_vld_stage1;
reg [31:0]  i_a_stage1, i_b_stage1;
reg         opcode_stage1;
always @(posedge clk or posedge rst) begin
    if (rst) begin
        i_vld_stage1  <= 1'b0;
        i_a_stage1    <= 32'b0;
        i_b_stage1    <= 32'b0;
        opcode_stage1 <= 1'b0;
    end else begin
        i_vld_stage1  <= i_vld;
        i_a_stage1    <= i_a;
        i_b_stage1    <= i_b;
        opcode_stage1 <= opcode;
    end
end
wire [31:0] add_res, mul_res;
wire        add_vld, mul_vld;
wire        add_ovf,  mul_ovf;
adder_32bit adder_inst (
    .clk        (clk),
    .rst        (rst),
    .i_vld      (i_vld_stage1),
    .i_a        (i_a_stage1),
    .i_b        (i_b_stage1),
    .o_res      (add_res),
    .o_res_vld  (add_vld),
    .overflow   (add_ovf)
);
multiplier_32bit multiplier_inst (
    .clk        (clk),
    .rst        (rst),
    .i_vld      (i_vld_stage1),
    .i_a        (i_a_stage1),
    .i_b        (i_b_stage1),
    .o_res      (mul_res),
    .o_res_vld  (mul_vld),
    .overflow   (mul_ovf)
);
always @(posedge clk or posedge rst) begin
    if (rst) begin
        o_res     <= 32'b0;
        o_res_vld <= 1'b0;
        overflow  <= 1'b0;
    end else begin
        case (opcode_stage1)
            1'b0: begin   
                o_res     <= add_res;
                o_res_vld <= add_vld;
                overflow  <= add_ovf;
            end
            1'b1: begin   
                o_res     <= mul_res;
                o_res_vld <= mul_vld;
                overflow  <= mul_ovf;
            end
            default: begin
                o_res     <= 32'b0;
                o_res_vld <= 1'b0;
                overflow  <= 1'b0;
            end
        endcase
    end
end
endmodule
module adder_32bit (
    input         clk,
    input         rst,
    input  [31:0] i_a,
    input  [31:0] i_b,
    input         i_vld,
    output reg [31:0] o_res,
    output reg    o_res_vld,
    output reg    overflow
);
wire        sign_a, sign_b;
wire [7:0]  exp_a, exp_b;
wire [23:0] man_a, man_b;   
assign sign_a = i_a[31];
assign sign_b = i_b[31];
assign exp_a  = i_a[30:23];
assign exp_b  = i_b[30:23];
assign man_a = (exp_a == 8'b0) ? {1'b0, i_a[22:0]} : {1'b1, i_a[22:0]};
assign man_b = (exp_b == 8'b0) ? {1'b0, i_b[22:0]} : {1'b1, i_b[22:0]};
wire is_nan_a  = (exp_a == 8'hFF) && (|i_a[22:0]);
wire is_nan_b  = (exp_b == 8'hFF) && (|i_b[22:0]);
wire is_inf_a  = (exp_a == 8'hFF) && (i_a[22:0] == 23'b0);
wire is_inf_b  = (exp_b == 8'hFF) && (i_b[22:0] == 23'b0);
wire is_zero_a = (i_a[30:0] == 31'b0);
wire is_zero_b = (i_b[30:0] == 31'b0);
reg         i_vld_r;
reg         sign_a_r, sign_b_r;
reg  [7:0]  exp_a_r, exp_b_r;
reg  [23:0] man_a_r, man_b_r;
reg         is_nan_a_r, is_nan_b_r;
reg         is_inf_a_r, is_inf_b_r;
reg         is_zero_a_r, is_zero_b_r;
always @(posedge clk or posedge rst) begin
    if (rst) begin
        i_vld_r     <= 1'b0;
        sign_a_r    <= 1'b0; sign_b_r    <= 1'b0;
        exp_a_r     <= 8'b0; exp_b_r     <= 8'b0;
        man_a_r     <= 24'b0; man_b_r    <= 24'b0;
        is_nan_a_r  <= 1'b0; is_nan_b_r  <= 1'b0;
        is_inf_a_r  <= 1'b0; is_inf_b_r  <= 1'b0;
        is_zero_a_r <= 1'b0; is_zero_b_r <= 1'b0;
    end else begin
        i_vld_r     <= i_vld;
        sign_a_r    <= sign_a;    sign_b_r    <= sign_b;
        exp_a_r     <= exp_a;     exp_b_r     <= exp_b;
        man_a_r     <= man_a;     man_b_r     <= man_b;
        is_nan_a_r  <= is_nan_a;  is_nan_b_r  <= is_nan_b;
        is_inf_a_r  <= is_inf_a;  is_inf_b_r  <= is_inf_b;
        is_zero_a_r <= is_zero_a; is_zero_b_r <= is_zero_b;
    end
end
wire [7:0]  exp_diff;
wire [7:0]  shift_amt;
wire [23:0] man_a_aligned, man_b_aligned;
assign exp_diff = (exp_a_r > exp_b_r) ? (exp_a_r - exp_b_r) : (exp_b_r - exp_a_r);
assign shift_amt = (exp_diff > 8'd23) ? 8'd23 : exp_diff;   
assign man_a_aligned = (exp_a_r > exp_b_r) ? man_a_r : (man_a_r >> shift_amt);
assign man_b_aligned = (exp_a_r > exp_b_r) ? (man_b_r >> shift_amt) : man_b_r;
wire [7:0]  exp_larger = (exp_a_r > exp_b_r) ? exp_a_r : exp_b_r;
wire        op_add_sub;   
wire [24:0] sum_raw;      
wire        sign_sum;
assign op_add_sub = sign_a_r ^ sign_b_r;   
assign sum_raw = (sign_a_r == sign_b_r) ? 
                 {1'b0, man_a_aligned} + {1'b0, man_b_aligned} :   
                 (man_a_aligned >= man_b_aligned) ? 
                 {1'b0, man_a_aligned - man_b_aligned} :           
                 {1'b0, man_b_aligned - man_a_aligned};            
assign sign_sum = (sign_a_r == sign_b_r) ? sign_a_r :            
                  (man_a_aligned >= man_b_aligned) ? sign_a_r :  
                  sign_b_r;                                      
reg         i_vld_r2;
reg [24:0]  sum_raw_r;
reg         sign_sum_r;
reg [7:0]   exp_larger_r;
reg         is_nan_r, is_inf_r, is_zero_r;
always @(posedge clk or posedge rst) begin
    if (rst) begin
        i_vld_r2    <= 1'b0;
        sum_raw_r   <= 25'b0;
        sign_sum_r  <= 1'b0;
        exp_larger_r <= 8'b0;
        is_nan_r    <= 1'b0;
        is_inf_r    <= 1'b0;
        is_zero_r   <= 1'b0;
    end else begin
        i_vld_r2    <= i_vld_r;
        sum_raw_r   <= sum_raw;
        sign_sum_r  <= sign_sum;
        exp_larger_r <= exp_larger;
        is_nan_r    <= is_nan_a_r || is_nan_b_r || 
                      ((is_inf_a_r && is_inf_b_r) && (sign_a_r != sign_b_r));
        is_inf_r    <= (is_inf_a_r || is_inf_b_r) && !is_nan_r;
        is_zero_r   <= is_zero_a_r && is_zero_b_r;
    end
end
reg  [23:0] man_norm;
reg  [7:0]  exp_norm;
reg         overflow_norm;
always @(*) begin
    man_norm    = sum_raw_r[23:0];
    exp_norm    = exp_larger_r;
    overflow_norm = 1'b0;
    if (sum_raw_r[24:0] == 25'b0) begin
        man_norm = 24'b0;
        exp_norm = 8'b0;
    end
    else if (~sum_raw_r[24] && ~sum_raw_r[23]) begin   
        if (sum_raw_r[22]) begin
            man_norm = sum_raw_r[23:0] << 1;
            exp_norm = exp_larger_r - 1;
        end else if (sum_raw_r[21]) begin
            man_norm = sum_raw_r[23:0] << 2;
            exp_norm = exp_larger_r - 2;
        end else if (sum_raw_r[20]) begin
            man_norm = sum_raw_r[23:0] << 3;
            exp_norm = exp_larger_r - 3;
        end else if (sum_raw_r[19]) begin
            man_norm = sum_raw_r[23:0] << 4;
            exp_norm = exp_larger_r - 4;
        end else if (sum_raw_r[18]) begin
            man_norm = sum_raw_r[23:0] << 5;
            exp_norm = exp_larger_r - 5;
        end else if (sum_raw_r[17]) begin
            man_norm = sum_raw_r[23:0] << 6;
            exp_norm = exp_larger_r - 6;
        end else begin
            man_norm = sum_raw_r[23:0] << 7;
            exp_norm = exp_larger_r - 7;
        end
    end
    else if (sum_raw_r[24]) begin
        man_norm = sum_raw_r[24:1];
        exp_norm = exp_larger_r + 1;
        overflow_norm = (exp_norm == 8'hFF);   
    end
    if (exp_norm == 8'hFF) overflow_norm = 1'b1;
end
always @(posedge clk or posedge rst) begin
    if (rst) begin
        o_res     <= 32'b0;
        o_res_vld <= 1'b0;
        overflow  <= 1'b0;
    end else if (i_vld_r2) begin
        if (is_nan_r) begin
            o_res <= 32'h7FC0_0000;   
            overflow <= 1'b1;
        end
        else if (is_inf_r) begin
            o_res <= {sign_sum_r, 8'hFF, 23'b0};   
            overflow <= 1'b1;
        end
        else if (is_zero_r) begin
            o_res <= {sign_sum_r, 31'b0};   
            overflow <= 1'b0;
        end
        else if (overflow_norm) begin
            o_res <= {sign_sum_r, 8'hFF, 23'b0};   
            overflow <= 1'b1;
        end
        else begin
            o_res <= {sign_sum_r, exp_norm, man_norm[22:0]};
            overflow <= 1'b0;
        end
        o_res_vld <= 1'b1;
    end else begin
        o_res_vld <= 1'b0;
        o_res     <= 32'b0;
        overflow  <= 1'b0;
    end
end
endmodule
module multiplier_32bit (
    input         clk,
    input         rst,
    input  [31:0] i_a,
    input  [31:0] i_b,
    input         i_vld,
    output reg [31:0] o_res,
    output reg    o_res_vld,
    output reg    overflow
);
wire        sign_a, sign_b;
wire [7:0]  exp_a, exp_b;
wire [23:0] man_a, man_b;
assign sign_a = i_a[31];
assign sign_b = i_b[31];
assign exp_a  = i_a[30:23];
assign exp_b  = i_b[30:23];
assign man_a  = (exp_a == 8'b0) ? {1'b0, i_a[22:0]} : {1'b1, i_a[22:0]};
assign man_b  = (exp_b == 8'b0) ? {1'b0, i_b[22:0]} : {1'b1, i_b[22:0]};
wire is_nan_a  = (exp_a == 8'hFF) && (|i_a[22:0]);
wire is_nan_b  = (exp_b == 8'hFF) && (|i_b[22:0]);
wire is_inf_a  = (exp_a == 8'hFF) && (i_a[22:0] == 23'b0);
wire is_inf_b  = (exp_b == 8'hFF) && (i_b[22:0] == 23'b0);
wire is_zero_a = (i_a[30:0] == 31'b0);
wire is_zero_b = (i_b[30:0] == 31'b0);
reg         i_vld_r;
reg         sign_a_r, sign_b_r;
reg  [7:0]  exp_a_r, exp_b_r;
reg  [23:0] man_a_r, man_b_r;
reg         is_nan_a_r, is_nan_b_r;
reg         is_inf_a_r, is_inf_b_r;
reg         is_zero_a_r, is_zero_b_r;
always @(posedge clk or posedge rst) begin
    if (rst) begin
        i_vld_r     <= 1'b0;
        sign_a_r    <= 1'b0; sign_b_r    <= 1'b0;
        exp_a_r     <= 8'b0; exp_b_r     <= 8'b0;
        man_a_r     <= 24'b0; man_b_r    <= 24'b0;
        is_nan_a_r  <= 1'b0; is_nan_b_r  <= 1'b0;
        is_inf_a_r  <= 1'b0; is_inf_b_r  <= 1'b0;
        is_zero_a_r <= 1'b0; is_zero_b_r <= 1'b0;
    end else begin
        i_vld_r     <= i_vld;
        sign_a_r    <= sign_a;    sign_b_r    <= sign_b;
        exp_a_r     <= exp_a;     exp_b_r     <= exp_b;
        man_a_r     <= man_a;     man_b_r     <= man_b;
        is_nan_a_r  <= is_nan_a;  is_nan_b_r  <= is_nan_b;
        is_inf_a_r  <= is_inf_a;  is_inf_b_r  <= is_inf_b;
        is_zero_a_r <= is_zero_a; is_zero_b_r <= is_zero_b;
    end
end
wire [47:0] product_raw;   
wire        sign_res;
wire [7:0]  exp_raw;
wire [7:0]  exp_calc;
wire        overflow_calc;
wire [23:0] man_rounded;
wire [22:0] man_final;
assign sign_res = sign_a_r ^ sign_b_r;   
assign product_raw = man_a_r * man_b_r;  
assign exp_raw = exp_a_r + exp_b_r - 8'd127;
wire product_msb = product_raw[47];   
wire [47:0] product_shifted = product_msb ? product_raw >> 1 : product_raw;
assign exp_calc = product_msb ? exp_raw + 1 : exp_raw;
wire guard_bit    = product_shifted[23];
wire sticky_bit   = |product_shifted[22:0];
wire round_up     = guard_bit && (sticky_bit || product_shifted[24]);
assign man_rounded = product_shifted[47:24] + round_up;
wire carry_round = man_rounded[23];   
assign man_final = carry_round ? man_rounded[23:1] : man_rounded[22:0];
wire [7:0] exp_final = carry_round ? exp_calc + 1 : exp_calc;
assign overflow_calc = (exp_final == 8'hFF) || (exp_raw > 8'd254);
reg         i_vld_r2;
reg         sign_res_r;
reg [7:0]   exp_final_r;
reg [22:0]  man_final_r;
reg         overflow_calc_r;
reg         is_nan_r, is_inf_r, is_zero_r;
always @(posedge clk or posedge rst) begin
    if (rst) begin
        i_vld_r2        <= 1'b0;
        sign_res_r      <= 1'b0;
        exp_final_r     <= 8'b0;
        man_final_r     <= 23'b0;
        overflow_calc_r <= 1'b0;
        is_nan_r        <= 1'b0;
        is_inf_r        <= 1'b0;
        is_zero_r       <= 1'b0;
    end else begin
        i_vld_r2        <= i_vld_r;
        sign_res_r      <= sign_res;
        exp_final_r     <= exp_final;
        man_final_r     <= man_final;
        overflow_calc_r <= overflow_calc;
        is_nan_r        <= is_nan_a_r || is_nan_b_r || 
                          ((is_inf_a_r && is_zero_b_r) || (is_zero_a_r && is_inf_b_r));
        is_inf_r        <= (is_inf_a_r || is_inf_b_r) && !is_nan_r;
        is_zero_r       <= is_zero_a_r || is_zero_b_r;
    end
end
always @(posedge clk or posedge rst) begin
    if (rst) begin
        o_res     <= 32'b0;
        o_res_vld <= 1'b0;
        overflow  <= 1'b0;
    end else if (i_vld_r2) begin
        if (is_nan_r) begin
            o_res <= 32'h7FC0_0000;   
            overflow <= 1'b1;
        end
        else if (is_inf_r) begin
            o_res <= {sign_res_r, 8'hFF, 23'b0};   
            overflow <= 1'b1;
        end
        else if (is_zero_r) begin
            o_res <= {sign_res_r, 31'b0};   
            overflow <= 1'b0;
        end
        else if (overflow_calc_r) begin
            o_res <= {sign_res_r, 8'hFF, 23'b0};   
            overflow <= 1'b1;
        end
        else begin
            o_res <= {sign_res_r, exp_final_r, man_final_r};
            overflow <= 1'b0;
        end
        o_res_vld <= 1'b1;
    end else begin
        o_res_vld <= 1'b0;
        o_res     <= 32'b0;
        overflow  <= 1'b0;
    end
end
endmodule
### design/flow/run.sh
#!/bin/bash
# OpenROAD 26Q1-2900-gdf79404cd8, Yosys 0.63+post, stock flow scripts
make -C /OpenROAD-flow-scripts/flow DESIGN_CONFIG=/design/flow/config.mk WORK_HOME=/design/flow/orfs finish
==> impl_metrics.ini <==
; generated from flow reports
[synth]
synth_cells = 4563
ys_types = 89
ys_seq_share = 0.198
async_reset_ff_frac = 1.00
edf_count = 0
flop_cell = dfrtp_1
synth-seq-cells = 314
synth.top_cell.area_share = 0.247
synth_warnings = 3
ys_chip_area_sq_um = 39600
largest_area_cell = fa_1
syn_area_sq_um = 39600
area_leaders = fa_1 25%, dfrtp_1 20%, ha_1 9.1%, inv_1 6.1%, and2_1 5.4%
syn_avg_cell_area_sq_um = 8.68
ys_cells = 4563

[cts]
post-cts-setup-buffers = 0
cts_tree = yes
clock_latency_ns = 0.62
cts_resized = 0
cts_made_buffers = 30
cts_hold_repair.buffers = 0
cts.clk_slew.worst_paths_ns = 0.06
clock_path_buffers = 3
h-tree-depth = 1
clock-sinks = 314
clockRootBuffer = clkbuf_16

[worst_setup_path]
path_max_fanout = 35
cpMostUsedCell = fa_1
critPathKind = register to register
cp.arrival_ns = 9.94
max_stage_delay_ns = 0.55
cp.required_ns = 36.16
worst_path_max_delay_cell = fa_1
endpoint_kind = register
critical_path.startpoint_type = register

[timing]
hold_violations = 0
timing.final.crit_share = 0.265
relSlewSlack = 0.425
worst_pin_slew_ns = 0.850
finalSetupViolCount = 0
final-max-slew-violation-count = 0
finalClockSkew_ns = 0.0248
min_period_ns = 9.47
worst_slack_ns = 26.23
fmaxAchievable_mhz = 106
rsz0062_at_grt = false
timing.setup.tns_ns = 0

[placed_design]
dp.final_hpwl_mm = 84.7
dpl-instance-area_sq_um = 41700
dp_slack_ns = 26.16
io_buffers = 101
gp_congestion = 0.992

[global_route]
grt_pass1_vias = 30849
antenna_found_initial = 2
grt_max_degree = 133
grt-ovfl-total = 0
grt_pass1_wl_mm = 180
grt_use_total = 0.243

[final_layout]
seq_area_sq_um = 7860
drive_above_1_share = 0.0522
stdcell_area_sq_um = 42800
layout_top_cell = inv_1
lay_top_cells = 642 x inv_1, 544 x nand2_1, 488 x fa_1, 339 x and2_1, 313 x dfrtp_1
fill_cells = 9466
area_growth_pct = 8.05
logic_area_sq_um = 28200

[floorplanning]
core_area_sq_um = 98300
die_area_sq_um = 100000
die_h_microns = 317
rows = 115
fp_util = 0.403
io_pins = 102
die_x_microns = 317

[route]
via_per_inst = 5.37
first_pass_iters = 6
via_count = 31132
insertedDiodeCount = 0
routed_wirelength_mm = 114
ant_nets = 0
routedWlPerCell_microns = 19.6
drtIter0Drc = 2139
drcViolationCount = 0

[run]
drv_cap = 0
warning_count = 98

[min_path]
hold_path_class = register to register

[run_status]
status = finished clean
## per-layer routing
layer  GRT usage  wire, microns  part of all wire
met3      0.0780          10300             0.091
met5           0             34           0.00030
met1       0.373          51400              0.45
met2       0.349          49100              0.43
met4      0.0474           2820             0.025
## sequential cells by signal, indices dropped and copies added, names as in the netlist, 8 cells and up
name,flops
adder_inst.man_a_r,24
adder_inst.sum_raw_r,25
multiplier_inst.exp_b_r,8
multiplier_inst.exp_final_r,8
i_a_stage1,32
multiplier_inst.exp_a_r,8
adder_inst.o_res,32
adder_inst.exp_larger_r,8
adder_inst.man_b_r,24
i_b_stage1,32
multiplier_inst.o_res,32
o_res,32
multiplier_inst.man_final_r,23
## final cells by class
| cell class | instances | area share |
|---|---|---|
| Clock inverter | 13 | 0.00439 |
| Clock buffer | 42 | 0.0200 |
| Tap cell | 1287 | 0.0376 |
| Multi-Input combinational cell | 3311 | 0.660 |
| Sequential cell | 314 | 0.184 |
| Inverter | 645 | 0.0568 |
| Timing Repair Buffer | 181 | 0.0380 |
## worst max-delay path: cells and delay by family, from the launching register on
kind,cells,cell delay (ns)
DFF,1,0.32
AOI/OAI and AO/OA,10,2.53
adders and majority gates,9,4.12
and+or+nand+nor,5,1.08
buffers and inverters,8,1.07
xor gates and xnor gates,1,0.21
## synth_stat cells, types with 11 or more instances
library cell	number
nor2_1	259
nor3_1	51
a31oi_1	26
buf_2	11
o21bai_1	41
nand2b_1	16
clkbuf_1	259
nor2b_1	18
o31ai_1	19
a21o_1	42
a22oi_1	31
buf_1	17
mux2i_1	76
nor4_1	36
a221oi_1	11
a21oi_1	250
a21boi_0	11
mux2_2	58
and2_1	340
or2_2	13
or3_1	11
o21a_1	20
ha_1	289
o22ai_1	13
a211oi_1	46
xnor2_1	80
nand2_1	545
dfrtp_1	314
xor2_1	32
nand4_1	31
and3_1	21
o21ai_0	193
inv_1	643
fa_1	488
o211ai_1	31
nand3_1	54
## path summary, 6_finish.rpt
kind,from,endpoint,slack [ns],cells after the start
max,adder_inst.man_a_r[14],multiplier_inst.man_final_r[5],26.23,33
min,i_b_stage1[31],multiplier_inst.sign_b_r,0.35,0
max reg2reg,adder_inst.man_a_r[14],multiplier_inst.man_final_r[5],26.23,33
min reg2reg,i_b_stage1[31],multiplier_inst.sign_b_r,0.35,0
max in group asynchronous,rst,i_b_stage1[0],26.88,4
min in group asynchronous,rst,o_res[29],7.00,2
## kinds of logic (layout without fill, tap and decap cells)
| family | after synthesis | after routing | share of synthesized area |
|---|---|---|---|
| buffers and inverters | 938 | 881 | 0.0897 |
| muxes | 134 | 134 | 0.0357 |
| xor gates and xnor gates | 113 | 113 | 0.0252 |
| DFF | 314 | 314 | 0.198 |
| AOI/OAI and AO/OA | 844 | 844 | 0.136 |
| adders and majority gates | 777 | 777 | 0.338 |
| and+or+nand+nor | 1443 | 1443 | 0.176 |
## stage by stage
step	util	hold WS, ns	std cells
6_report	0.435	0.349	5793
3_3_place_gp	0.425	0.332	5738
4_1_cts	0.435	0.350	5793
5_1_grt	0.435	0.361	5793
3_5_place_dp	0.425	0.335	5738
2_1_floorplan	-	0.331	4563
